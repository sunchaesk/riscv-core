$ cat config.mk
export PLATFORM = sky130hd
export DESIGN_NAME = decoder
export DESIGN_NICKNAME = decoder
export VERILOG_FILES = /design/flow/design.v
export SDC_FILE = /design/flow/constraint.sdc
export NUM_CORES = 4
export LEC_CHECK = 1
export CORE_AREA = 10 10 70 70
export DIE_AREA = 0 0 80 80
$ cat constraint.sdc
current_design decoder

set clk_period 4.8
set clk_io_pct 0.2

create_clock -name clk0 -period $clk_period

set non_clock_inputs [all_inputs -no_clocks]
set_input_delay [expr $clk_period * $clk_io_pct] -clock clk0 $non_clock_inputs
set_output_delay [expr $clk_period * $clk_io_pct] -clock clk0 [all_outputs]
$ cat design.v
module decoder(
               input [31:0]      instruction,
               output reg [6:0]  opcode,
               output reg [2:0]  funct3,
               output reg [6:0]  funct7,
               output reg [4:0]  rd,
               output reg [4:0]  rs1,
               output reg [4:0]  rs2,
               output reg [31:0] imm,
               output reg [2:0]  imm_type
               );
   always @(*) begin
      opcode = instruction[6:0];
      rd = instruction[11:7];
      funct3 = instruction[14:12];
      rs1 = instruction[19:15];
      rs2 = instruction[24:20];
      funct7 = instruction[31:25];
      imm = 32'b0;
      case(opcode)
        7'b0010011: begin  
           imm = {{20{instruction[31]}}, instruction[30:20]};
           imm_type = 3'b000;
        end
        7'b0000011: begin  
           imm = {{20{instruction[31]}}, instruction[30:20]};
           imm_type = 3'b000;  
        end
        7'b0100011: begin 
           imm = {{20{instruction[31]}}, instruction[31:25], instruction[11:7]};
           imm_type = 3'b001;
        end
        7'b1100011: begin  
           imm = {{19{instruction[31]}}, instruction[7], instruction[30:25], instruction[11:8], 1'b0};
           imm_type = 3'b010;
        end
        7'b1101111: begin  
           imm = {instruction[31], instruction[19:12], instruction[20], instruction[30:25], instruction[24:21], 1'b0};
           imm_type = 3'b100;
        end
        7'b1100111: begin  
           imm = {{20{instruction[31]}}, instruction[30:20]};
           imm_type = 3'b000;
        end
        7'b0110111,
        7'b0010111: begin  
           imm = {instruction[31:12], 12'b0};
           imm_type = 3'b011;
        end
      endcase
   end
endmodule
$ cat run.sh
#!/bin/bash
# OpenROAD 26Q1-2900-gdf79404cd8, Yosys 0.63+post, stock flow scripts
make -C /OpenROAD-flow-scripts/flow DESIGN_CONFIG=/design/flow/config.mk WORK_HOME=/design/flow/orfs finish
==> flow_summary.ini <==
; generated from flow reports
[yosys]
synth_area_per_cell_um2 = 7.30
synth.yosys.num_cells = 109
yosys_warnings = 1
yosys.cell_types.count = 30
synth-area-yosys_um2 = 796
postSynthCellCount = 109
yosys-top-cells-area = buf_4 30%, a21o_1 18%, dlxtn_1 5.7%, nor2b_1 4.7%, a22o_1 4.4%
top_area_frac = 0.302
post-synth-top-area-cell = buf_4
synth.cell_area_um2 = 796
postSynthRegisterBits = 3

[placed_design]
placement.io_buffers = 99
detailedPlacementHpwl_mm = 3.08
preCtsSetupSlack_ns = 0.590
place.gp.congestion = 0.804
place_inst = 219

[final_timing]
unclocked_pins = 3
untimed_endpoints = 6
layout_worst_path_cycle_share = 0.874
tightest_slew_ns = 0.641
fin_tns_setup_ns = 0
finalWorstPathRequiredPeriod_ns = 4.19
grt_setup_unrepaired = no
final_critical_path_setup_slack_ns = 0.607
final_max_slew_violation_tally = 0
max_clock_freq_mhz = 238
max_slew_margin = 0.571
setup-violations-final = 0
finalHoldViolCount = 0

[clock_network]
post-cts-setup-buffers = 0
holdBufCountCts = 0
cts_resized = 0

[floorplan]
area_inside_the_core_boundary_um2 = 3420
dieHeight_um = 80
io_pins = 99
fp.dieW_um = 80
fp_util = 0.233
fp.dieArea_um2 = 6400
num_rows = 21

[pwr]
power.combinational.fraction = 0.989
total_leakage_power_nw = 0.725
share_seq_of_total_power = 0.011
p_sw_frac = 0.297
max-vdd-ir-drop_mv = 0.0310
intPower_w = 0.0000631
p_sw_w = 0.0000267
power_density_nw_per_um2 = 56.7
share_clk_of_total_power = 0
power_w = 0.0000898

[status]
run_status = finished clean

[critical_path]
worst-setup-path-type = in -> out
path_max_fanout = 13
worst_path_largest_cell_delay_ns = 0.65
cp-end-kind = primary output
startpoint_type = input pin
arrival_ns = 3.23
worstPathBufferInverterCount = 2
cp_top_family = buffers and inverters
crit_cells = 6
critical_path_rt_ns = 3.84
worst_path_most_repeated_cell = clkdlybuf4s50_1
crit_slowest_cell = clkdlybuf4s50_1
cells_traversed_along_the_worst_timing_path = clkdlybuf4s50_1, and2b_1, and3_1, o21bai_4, a21o_1, clkdlybuf4s50_1

[worst_hold_path]
hold_path_class = in -> out
hold_path_startpoint = instruction[15]
destination_of_the_worst_hold_path = rs1[0]
hold_path_depth = 2

[final_layout]
seqCellArea_um2 = 45.0
post_layout_nonfiller_instances = 219
final_util = 0.463
area_of_the_multi_input_gates_um2 = 478
flow.area_growth_from_synthesis_pct = 98.9
largest_register_ffs = 3
drive_above_1_share = 0.0405
filler_cell_count = 352

[global_routing]
gr-total-overflow = 0
grt_start_max_net_pins = 19
first_global_vias = 991
antenna_violations_before_repair = 0
all_layer_global_routing_usage = 0.0984
grt_first_pass_wirelength_mm = 5.22

[drt]
drt-vias-per-instance = 4.53
drt-initial-drc-count = 84
postRouteAntennaNets = 0
detailroute.via_count = 993
remaining_drc_errors = 0
drt_first_pass_iters = 4
num_antenna_cells = 0
detail_route.wl_per_cell_um = 16.1
postRouteWirelength_mm = 3.53

[run]
maxCapViolCount = 0
warnings = 32
==> cell families after synthesis <==
kind of cell / Yosys count / synth area share
buffers and inverters: 38 / 0.343
muxes: 1 / 0.0126
latches: 3 / 0.0566
and+or+nand+nor: 32 / 0.258
AOI/OAI and AO/OA: 35 / 0.330
==> synth_stat cells (all sizes together) <==
cell and instances:
buf 35, a21o 19, nor2b 6, a21oi 5
a22o 4, nand2 4, nor2 4, dlxtn 3
inv 3, nand2b 3, nor3 3, and2 2
and3 2, o21ai 2, or2 2, a2111oi 1
a31oi 1, a32o 1, and2b 1, and3b 1
mux2i 1, nand3 1, nand3b 1, nor3b 1
nor4 1, o21bai 1, o22ai 1
==> stage by stage <==
stage / area, µm² / hold WS [ns]
after global routing: 1580 / 2.77
after CTS: 1580 / 2.76
after detailed placement: 1580 / 2.76
after floorplan: 796 / 1.97
after global placement: 1580 / 2.76
final: 1580 / 2.75
==> worst max-delay path by stage <==
stage / startpoint / endpoint / slack, ns
global route: instruction[2] / imm[20] / 0.32
CTS: instruction[2] / imm[17] / 0.59
finish: instruction[2] / imm[16] / 0.61
==> routing by layer <==
metal,part of all wire,track usage,vias up
li1,-,-,481
met1,0.40,0.122,436
met2,0.43,0.159,76
met3,0.17,0.0500,0
met4,0,0,0
met5,0,0,-
==> cells in the final DEF, fill, tap and decap left out, drive strengths merged <==
cell / count
clkdlybuf4s50: 99
nor4: 1
nand3: 1
o22ai: 1
o21ai: 2
nand2b: 3
nor3: 3
and3: 2
a21o: 19
and2: 2
o21bai: 1
mux2i: 1
dlxtn: 3
a2111oi: 1
a22o: 4
nor3b: 1
or2: 2
a31oi: 1
inv: 3
nor2b: 6
and3b: 1
nand2: 4
a32o: 1
and2b: 1
nor2: 4
nand3b: 1
a21oi: 5
==> power by group through the flow <==
stage | Clock (W) | Combinational (W) | Sequential, W
CTS | 0 | 0.0000905 | 0.00000100
global route | 0 | 0.0000965 | 0.00000101
finish | 0 | 0.0000888 | 0.000000996
==> final cells by class <==
cell class,instances,share of cell area
flip-flops and latches,3,0.0285
inverters,3,0.00711
multi-input cells,68,0.302
repair buffers,99,0.626
well taps,46,0.0364
Power figures rest on the tool's default switching activity, not on a simulated workload.
