==> ./config.mk <==
export PLATFORM = sky130hd
export DESIGN_NAME = ALU
export DESIGN_NICKNAME = ALU
export VERILOG_FILES = /design/flow/design.v
export SDC_FILE = /design/flow/constraint.sdc
export NUM_CORES = 4
export LEC_CHECK = 1
export CORE_UTILIZATION = 30
==> ./run.sh <==
#!/bin/bash
# OpenROAD 26Q1-2900-gdf79404cd8, Yosys 0.63+post, stock flow scripts
make -C /OpenROAD-flow-scripts/flow DESIGN_CONFIG=/design/flow/config.mk WORK_HOME=/design/flow/orfs finish
==> ./constraint.sdc <==
current_design ALU

set clk_period 14.3
set clk_io_pct 0.2

create_clock -name clk0 -period $clk_period

set non_clock_inputs [all_inputs -no_clocks]
set_input_delay [expr $clk_period * $clk_io_pct] -clock clk0 $non_clock_inputs
set_output_delay [expr $clk_period * $clk_io_pct] -clock clk0 [all_outputs]
==> ./design.v <==
module ALU (
            input [31:0]      in_a, in_b,
            input [3:0]       alu_control,
            output reg [31:0] alu_result,
            output reg        zero_flag
            );
   always @(*) begin
      case (alu_control)
        4'b0000: alu_result = in_a & in_b;  
        4'b0001: alu_result = in_a | in_b;  
        4'b0010: alu_result = in_a + in_b;  
        4'b0100: alu_result = in_a - in_b;  
        4'b1000: alu_result = (in_a < in_b) ? 32'b1 : 32'b0;  
        4'b0011: alu_result = in_a << in_b;  
        4'b0101: alu_result = in_a >> in_b;  
        4'b0110: alu_result = ($unsigned(in_a) < $unsigned(in_b)) ? 32'b1 : 32'b0;   
        4'b0111: alu_result = in_a ^ in_b;  
        4'b1001: alu_result = in_a >>> in_b;  
        4'b1100: alu_result = {in_b[19:0], 12'b0};  
        4'b1101: alu_result = in_a + ({in_b[19:0], 12'b0});  
        default: alu_result = 32'b0;  
      endcase
      if (alu_result == 0)
        zero_flag = 1'b1;
      else
        zero_flag = 1'b0;
   end
endmodule  
==> run_results.csv <==
group,metric,value,unit
run_status,run_status,"completed",
pwr,power.leakage,0.00476,µW
routing,vias,13000,
global_routing,gr-usage-all-layers,31.3,%
timing,grt_setup_unrepaired,"false",
floorplan,design.die.area,35700,µm²
timing,timing_hold_violations_final,0,
critical_path,timing.critical_path.max_delay_family,"simple AND/OR/NAND/NOR gates",
routing,antenna_cells,0,
layout,clkbuf_count,0,
layout,layout-area-overhead-vs-synth,13.7,%
layout,layout.cells.most_common_list,"136 x nand2_1, 132 x nor2_1, 126 x ha_1",
global_routing,grt_pass1_vias,11900,
place,routabilityCongestion,1.03,
floorplan,die_w,189,µm
timing,max-slew-margin-rel,27.7,%
routing,route.detailed.wl_per_inst,28.0,µm
critical_path,critPathCaptureType,"primary output",
place,io_buffers,101,
routing,detailedRoute.firstIterationViolations,1694,
critical_path,path_buffers,4,
yosys,postSynthAreaPerCell,6.96,µm²
critical_path,cp_data_arrival_time,9120,ps
layout,final_layout_size_suffix_gt1_share,8.07,%
place,place.detailed.hpwl,43800,µm
critical_path,crit_chain,"clkdlybuf4s50_1 -> buf_4 -> clkinv_1 -> ha_1 -> nor2_1 -> a211oi_1 -> o21ai_0 -> a21boi_0 -> o211a_1 -> o2111ai_1 -> or4_1 -> nor4_1 -> nand4b_1 -> nor4_2 -> and4b_1 -> clkdlybuf4s50_1",
min_path,hp-class,"input pin to primary output",
critical_path,critical_path_startpoint_category,"input pin",
critical_path,critical_path.slowest_cell,"a211oi_1",
clock_network,buffer_count_from_post_cts_setup_fixing,0,
yosys,seq_share_synth,0,%
yosys,largest_area_cell,"ha_1",
critical_path,cp_data_required_time,11440,ps
critical_path,worst_path_largest_cell_delay,770,ps
routing,detail_route.first_pass.iterations,6,
yosys,mappedNetlistArea,10500,µm²
yosys,yosys_warnings,1,
timing,worst-slew-pin-transition,1070,ps
timing,timing_max_transition_violations_final,0,
routing,route.detailed.vias_per_inst,6.53,
timing,period_minus_slack,11980,ps
yosys,yosysChipArea,10500,µm²
global_routing,grt_use_met1,46.2,%
routing,totalWireLength,55700,µm
critical_path,path_common_cell,"clkdlybuf4s50_1",
layout,highest_count_logic_cell_in_the_final_layout,"nand2_1",
routing,post-route-drc-count,0,
yosys,synth.top_cells.by_area,"ha_1 15%, mux4_2 11%, a21oi_1 5.2%, mux2i_1 5.0%, o21ai_0 4.9%",
timing,report.final.setup_viol,0,
routing,ant_nets,0,
global_routing,grt.overflow.total,0,
global_routing,global_route.usage.met3,6.17,%
pwr,power.ir.vdd_worst,20.5,µV
pwr,p_sw_share,61.3,%
yosys,yosys-stat-cells,1506,
timing,final_period_utilization,83.8,%
timing,max_clock_freq,83.5,MHz
timing,fin_setup_tns,0,ps
yosys,top_area_share,15.0,%
floorplan,die_height,189,µm
floorplan,ioPinCount,101,
layout,flops,0,
critical_path,worst-setup-path-type,"input pin to primary output",
global_routing,pin_count_of_the_biggest_net_entering_global_routing,59,
clock_network,ctsResizeCount,0,
floorplan,floorplan.rows,68,
global_routing,busiest_layer,"met2",
floorplan,floorplan.core_util,30.4,%
yosys,synth_cell_type_count,85,
pwr,share_clk_of_total_power,0,%
pwr,p_sw,297,µW
pwr,p_int,188,µW
critical_path,timing.critical_path.fanout_max,30,
layout,regArea,0,µm²
clock_network,ctsHoldBuffers,0,
floorplan,core,34500,µm²
global_routing,initial_antenna_violation_count,1,
layout,layout.cells.non_filler,1992,
job,stage_log_warnings,107,
job,maxCapViolations,0,
pwr,p_comb_share,100.0,%
yosys,synthCells,1506,
global_routing,grt_pass1_wl,81200,µm
place,numPlacedInstances,1992,
global_routing,globalRouteMet2Util,46.3,%
pwr,power_density,40.7,nW/µm²
pwr,power.share.sequential,0,%
## layout make-up
class	instances	area, µm²
fill	3633	22500
multi-input combinational	1298	9670
timing repair buffer	143	1310
tap	455	569
inverter	96	360
## kinds of logic (layout without fill, tap and decap cells)
| kind of cell | count (synthesis) | in the layout | share of synthesized area [%] |
|---|---|---|---|
| AND-OR/OR-AND | 523 | 523 | 34.1 |
| AND/OR/NAND/NOR | 513 | 513 | 23.8 |
| buffers and inverters | 208 | 239 | 7.91 |
| adder cells (fa/ha/maj) | 129 | 129 | 15.6 |
| multiplexers | 111 | 111 | 16.8 |
| XOR/XNOR | 22 | 22 | 1.84 |
## power by group through the flow
stage / sequential (µW) / clock [µW] / combinational [µW]
after CTS: 0 / 0 / 472
after global routing: 0 / 0 / 517
final: 0 / 0 / 485
## stage by stage
| step | instance area [µm²] | power (µW) | hold slack [ps] | util [%] | worst slack (ps) |
|---|---|---|---|---|---|
| 3_5_place_dp | 11900 | 469 | 6950 | 34.6 | 2510 |
| 4_1_cts | 11900 | 472 | 6960 | 34.6 | 2490 |
| 3_3_place_gp | 11900 | 471 | 6950 | 34.6 | 2720 |
| 6_report | 11900 | 485 | 6990 | 34.6 | 2320 |
| 5_1_grt | 11900 | 517 | 7050 | 34.6 | 2220 |
| 2_1_floorplan | 10500 | 286 | 5920 | - | 4200 |
## worst min-delay path: stages
cell	delay, ps
buf_4	160
ha_1	190
a22oi_1	70
o221ai_1	70
a211oi_1	70
o31ai_1	200
clkdlybuf4s50_1	500
## synth_stat cells, types with 12 or more instances
library cell and instances:
clkbuf_1 69, nor2b_1 21, o211ai_1 24, nand3_1 50
inv_1 94, o21bai_1 14, a211o_1 12, xnor2_1 17
nor3_1 53, a21oi_1 109, nor4_1 27, mux2i_1 52
a31oi_1 23, nand2_1 136, a21o_1 25, nor2_1 132
o31ai_1 17, mux4_2 51, and2_1 13, buf_2 26
ha_1 126, a211oi_1 29, o22ai_1 13, a221oi_1 17
a22oi_1 24, o21ai_0 103, buf_1 14
## worst paths after layout
| kind | startpoint | endpoint | cells past startpoint |
|---|---|---|---|
| setup / recovery | in_b[4] | zero_flag | 16 |
| hold / removal | in_b[1] | alu_result[1] | 7 |
## routing by layer
metal	wire [µm]	up-vias
met5	16	-
met4	2010	2
met3	5280	105
met2	23800	785
met1	24600	6286
li1	-	5824
No activity file was given, so power comes from the tool's default toggle rates.
