--- flow/design.v ---
module IFU (
            input wire        clk,
            input wire        reset,
            input wire [31:0] branch_target,
            input wire        branch_taken,
            input wire [31:0] jump_target,
            input wire        jump_taken,
            output reg [31:0] pc,
            output reg [31:0] instruction
            );
   reg [31:0]                 pc_reg;  
   reg [31:0]                 next_pc;  
   reg [31:0]                 instruction_memory [255:0];
   always @(*) begin
      if (jump_taken) begin
         next_pc = jump_target;
      end else if (branch_taken) begin
         next_pc = branch_target;
      end else begin
         next_pc = pc + 4;
      end
   end
   always @(posedge clk or posedge reset) begin
      if (reset) begin
         pc_reg <= 32'b0;
      end else begin
         pc_reg <= next_pc;
      end
   end
   assign pc = pc_reg;
   always @(posedge clk or posedge reset) begin
      if (reset) begin
         instruction <= 32'b0;
      end else begin
         instruction <= instruction_memory[next_pc[31:2]];   
      end
   end
endmodule
--- flow/run.sh ---
#!/bin/bash
# OpenROAD 26Q1-2900-gdf79404cd8, Yosys 0.63+post, stock flow scripts
make -C /OpenROAD-flow-scripts/flow DESIGN_CONFIG=/design/flow/config.mk WORK_HOME=/design/flow/orfs finish
--- flow/config.mk ---
export PLATFORM = sky130hd
export DESIGN_NAME = IFU
export DESIGN_NICKNAME = IFU
export VERILOG_FILES = /design/flow/design.v
export SDC_FILE = /design/flow/constraint.sdc
export NUM_CORES = 4
export LEC_CHECK = 1
export CORE_UTILIZATION = 40
export SYNTH_MEMORY_MAX_BITS = 65536
--- flow/constraint.sdc ---
current_design IFU

set clk_period 4.0
set clk_io_pct 0.2

create_clock -name clk0 -period $clk_period [get_ports {clk}]

set non_clock_inputs [all_inputs -no_clocks]
set_input_delay [expr $clk_period * $clk_io_pct] -clock clk0 $non_clock_inputs
set_output_delay [expr $clk_period * $clk_io_pct] -clock clk0 [all_outputs]
==> results.txt <==
run metrics: outcome completed, most frequent cells in the layout clkdlybuf4s50_1, conb_1, dfrtp_1, o21ai_0, nand2_1, vias per cell around 4.7, maximum number of pins on one net before global-route repair 33, clock buffer depth 2, area of all sequential standard cells approximately 800 um^2, Peak VDD IR between 0.15 and 0.2 mV, site row count 26, core outline area between 0.005 and 0.006 mm^2, required time at the endpoint of the critical path ~4.2 ns, ratio of total power to cell area ~270 mW/mm^2, number of different library cells in the post-synthesis netlist 37, Clock Pin Slew Worst Setup and Hold Paths roughly 0.07 ns, total power 0.873 mW, Hold Crit Start pc_reg[0]$_DFFE_PP0P_, chip area estimate from yosys synthesis approximately 0.0021 mm^2, proportion of synthesized chip area in sequential cells 0.373, cells resized by post-CTS repair 0, Leakage Power approximately 1.3 nW, depth of the CTS H-tree 2, Critical Path Source jump_taken, Synth Warn # 2, count of filler cells inserted in the layout 466, path category of the worst min-delay check reg2reg, Remaining Overflow, GRT 0, average size of a mapped cell roughly 8.6 um^2, # Cells Yosys roughly 250, sum of net half-perimeters after detailed placement 4010 um, port bufs ~100, DIE WIDTH approximately 75 um, post-synthesis register bit count 32, highest fanout seen on the critical path 15, number of antenna violations at the first check in global routing 0, Post-Synthesis Cells between 200 and 300, combinational gate area 0.00114 mm^2, number of nets with antenna violations after routing 0, Die Outline Area between 0.005 and 0.006 mm^2, FP Core Util 0.418, final worst path period need approximately 2.5 ns, Final Max Slew Viols 0, overall die height between 70 and 80 um, global-route total usage across every layer 0.198, crit-path max cell delay ~0.7 ns, startpoint kind of the worst setup timing path input port, flip-flop count of the largest register after layout 32, RSZ-0062 raised after global routing no, Setup TNS 0 ns, leading cell type in the layout, fill and taps excluded clkdlybuf4s50_1, CTS sink count 32, routed len/inst around 13 um, cell-by-cell listing of the critical path clkdlybuf4s50_1 -> nor2_1 -> nand2_1 -> or4_1 -> nand3_1, slowest cell on the critical path clkdlybuf4s50_1, number of enable-type register cells in the synthesized netlist 0, final count of negative-setup-slack endpoints 0, part of the cycle the worst path needs 0.622, total detailed-routing wirelength 5450 um, growth of design area from synthesis to finish 48.2%, async set-reset flop share out of synthesis 1.00, reported max-cap violation count 0, number of global-route vias before repair between 1,500 and 2,000, Detailed Routing Iterations Pass 1 4, Worst-Skew Late Latency roughly 0.28 ns, clock skew around 0.0063 ns, CTS buffer count 5, root buffer selected by CTS clkbuf_8, data arrival time at the worst-slack endpoint ~2.7 ns, routability cong. between 0.8 and 0.9, number of design rule violations left after detail routing 0, reg-to-reg critical path startpoint pc_reg[2]$_DFF_PP0_, count of hold buffers inserted by post-cts repair 0, share of final-layout standard cells stronger than drive strength 1 0.0544, global-route wire length before repair about 8300 um, number of top-level design ports roughly 130, post-synthesis instance area 0.00215 mm^2, Most used DFF post-synth dfrtp_1, achievable frequency 0.402 GHz, via count a little under 2,000, number of endpoints with negative hold slack in the final report 0, transition time at the pin with the least slew margin between 0.5 and 0.6 ns, clock tree from TritonCTS yes, Max-slew headroom 0.627, Inserted Diodes 0, DRC violation total after the first TritonRoute iteration 63, number of warning messages in the logs 26, worst setup path class in2reg, post-CTS setup repair buffer count 0, kind of capture point of the worst setup path register
-- area by class of cell --
cell class              count  share of cell area
clock buffers               6              0.0260
clock inverters             2             0.00315
inverters                  11              0.0130
multi-input cells         195               0.358
flip-flops and latches     32               0.252
well taps                  70              0.0275
repair buffers            103               0.321
-- logic make-up after synthesis --
group | Yosys count | share of synthesized area
compound gates | 58 | 0.160
buf+inv | 54 | 0.151
other cells | 1 | 0.00175
mux | 8 | 0.0390
flops | 32 | 0.373
simple gates | 71 | 0.167
fa+ha+maj | 1 | 0.00583
xor+xnor | 25 | 0.102
-- synth_stat cells, drive strengths merged (3+ instances only) --
cell | number | area share
nor2 | 13 | 0.023
a22oi | 14 | 0.049
buf | 34 | 0.12
nor4 | 3 | 0.0087
nand3 | 6 | 0.014
inv | 10 | 0.017
or3 | 4 | 0.014
nor3 | 7 | 0.016
mux2i | 5 | 0.023
mux2 | 3 | 0.016
xnor2 | 22 | 0.090
o22ai | 4 | 0.012
nand4 | 3 | 0.0087
or4 | 4 | 0.016
a21oi | 9 | 0.021
nand2 | 23 | 0.040
dfrtp | 32 | 0.37
xor2 | 3 | 0.012
o21ai | 26 | 0.061
clkbuf | 9 | 0.016
-- worst paths after layout --
kind / depth (start not counted) / slack (ns) / end
max reg2reg: 6 / 1.84 / pc_reg[26]$_DFF_PP0_
min reg2reg: 2 / 0.59 / pc_reg[0]$_DFFE_PP0P_
min: 2 / 0.59 / pc_reg[0]$_DFFE_PP0P_
max in group asynchronous: 3 / 2.80 / pc_reg[8]$_DFF_PP0_
max: 5 / 1.51 / pc_reg[31]$_DFF_PP0_
min in group asynchronous: 3 / 0.90 / pc_reg[1]$_DFFE_PP0P_
-- routing by layer --
layer / vias to the layer above / track usage / routed length, um
li1: 999 / - / -
met1: 906 / 0.302 / 2470
met2: 72 / 0.307 / 2510
met3: 11 / 0.0434 / 389
met4: 0 / 0.0247 / 68
met5: - / 0 / 0
-- critical path, delay by kind of cell --
kind	cells	cell delay, ns
buffers and inverters	1	0.70
and+or+nand+nor	4	1.21
-- stage by stage --
step | util | instance area [um^2] | cells | setup slack [ns] | hold WS [ns]
after CTS | 0.619 | 3180 | 419 | 1.55 | 0.583
after floorplan | - | 2260 | 281 | 2.00 | 0.503
after global routing | 0.619 | 3180 | 419 | 1.31 | 0.624
after global placement | 0.601 | 3090 | 411 | 1.26 | 0.563
after detailed placement | 0.601 | 3090 | 411 | 1.24 | 0.567
final | 0.619 | 3180 | 419 | 1.51 | 0.591
-- power by group --
group          total (mW)  switching, mW  internal (mW)
Sequential          0.392         0.0369          0.355
Combinational       0.222         0.0679          0.154
Clock               0.259          0.122          0.137
Total               0.873          0.227          0.647
No activity file was given, so power comes from the tool's default toggle rates.
